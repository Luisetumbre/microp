--- design/flow/config.mk ---
export PLATFORM = sky130hd
export DESIGN_NAME = procesador_singlecycle
export DESIGN_NICKNAME = procesador_singlecycle
export VERILOG_FILES = /design/flow/design.v
export SDC_FILE = /design/flow/constraint.sdc
export NUM_CORES = 4
export LEC_CHECK = 1
export CORE_UTILIZATION = 50
--- design/flow/constraint.sdc ---
current_design procesador_singlecycle

set clk_period 21.5
set clk_io_pct 0.2

create_clock -name clk0 -period $clk_period [get_ports {CLK}]

set non_clock_inputs [all_inputs -no_clocks]
set_input_delay [expr $clk_period * $clk_io_pct] -clock clk0 $non_clock_inputs
set_output_delay [expr $clk_period * $clk_io_pct] -clock clk0 [all_outputs]
--- design/flow/design.v ---
module ALU(A,B,ALU_operation,ALU_result,zero);
input [31:0] A,B;
input [3:0] ALU_operation;
output reg [31:0] ALU_result;
output reg  zero;
always @(A,B,ALU_operation)
	begin
	if (A==B)
		zero = 1'b1;
		else
			zero=1'b0;
	case (ALU_operation)
			4'h0:
				ALU_result= A+B;  
			4'h1: 
				ALU_result= A-B;  
			4'h2: 
				ALU_result= A & B;  
			4'h3: 
				ALU_result= A | B;  
			4'h4: 
				ALU_result= A ^ B;  
		default: ALU_result=A+B;
		endcase
	end
endmodule
module ALUcontrol (instruction,ALUOp,ALUoperation);
input [3:0] instruction;  
input [3:0] ALUOp;  
output reg [3:0] ALUoperation;  
always @*  
begin
	case (ALUOp)
	1:  
		case (instruction[2:0])
			3'b0xx:
				if(instruction[3]==0)
					ALUoperation=0;  
				else
					ALUoperation=1;  
			3'b111:
				ALUoperation=2;
			3'b110:
				ALUoperation=3;
			3'b100:
				ALUoperation=4;
		default:
			ALUoperation=0;
		endcase
	2:  
		ALUoperation=1;
	3:
		ALUoperation=0;
default:
				ALUoperation=0;
	endcase
end
endmodule
module Register (CLK, RESET_N, RegWrite, RegRead_1, RegRead_2, w_reg, w_data, r_data1,r_data2);
input CLK, RESET_N, RegWrite;
input [4:0] RegRead_1, RegRead_2, w_reg;  
input [31:0]  w_data;
output   reg [31:0] r_data1, r_data2;  
reg[31:0] reg_file[0:31];  
always @(posedge CLK or negedge RESET_N) 
 begin
	if(!RESET_N)
		for(int i=0;i<32;i=i+1)
			begin
				reg_file[i]<=32'b0;
			end
	else
	if (RegWrite)  
			if(w_reg != 0)  
			reg_file[w_reg] <=  w_data;
 end
	assign r_data1= reg_file[RegRead_1];
	assign r_data2= reg_file[RegRead_2];
endmodule
module control (Instruction,Branch,MemRead,MemtoReg,ALUOp,MemWrite,ALUSrc,RegWrite);
input [6:0] Instruction;
output reg Branch,MemRead,MemtoReg,MemWrite,ALUSrc,RegWrite;
output reg [3:0] ALUOp; 
always @(*)
begin
	case (Instruction)
		7'b0000011:  
		begin
	   	Branch=1'b0;
			MemRead=1'b1;
			MemtoReg=1'b1;
			MemWrite=1'b0;
			ALUSrc=1'b0;
			RegWrite=1'b1;
			ALUOp=3;  
		end
		7'b0010011:    
		begin
			Branch=1'b0;
			MemRead=1'b1;
			MemtoReg=1'b1;
			MemWrite=1'b0;
			ALUSrc=1'b1; 
			RegWrite=1'b1;
			ALUOp=4'h1;  
		end
		7'b0110011:  
		begin
			Branch=1'b0;
			MemRead=1'b1;
			MemtoReg=1'b1;
			MemWrite=1'b0;
			ALUSrc=1'b0;
			RegWrite=1'b1;
			ALUOp=4'h1;  
		end
		7'b0100011:  
		begin
			Branch=1'b0;
			MemRead=1'b0;
			MemtoReg=1'b0;
			MemWrite=1'b1;
			ALUSrc=1'b0;
			RegWrite=1'b0;
			ALUOp=3;  
		end
		7'b1100011:  
		begin
			Branch=1'b1;
			MemRead=1'b0;
			MemtoReg=1'b0;
			MemWrite=1'b0;
			ALUSrc=1'b0;
			RegWrite=1'b1;
			ALUOp=4'h2;  
		end		
		default:
			begin
			Branch=1'b0;
			MemRead=1'b0;
			MemtoReg=1'b0;
			MemWrite=1'b0;
			ALUSrc=1'b0;
			RegWrite=1'b1;
			ALUOp=4'h0;
			end
	endcase
	end
endmodule
module generador_inmediato (instruction,Imm);
input [31:0] instruction;
output [31:0] Imm;
always @ (*) begin
	case (instruction[6:0])
		7'b00x0011:  
			Imm={{20{instruction[31]}},instruction[30:25],instruction[24:21],instruction[20]};
		7'b0100011:  
			Imm={{20{instruction[31]}},instruction[30:25],instruction[11:8],instruction[7]};
		7'b1100011:  
			Imm={{19{instruction[31]}},instruction[7],instruction[30:25],instruction[11:8],1'b0};
		default:
			Imm=0;
	endcase
		end	
endmodule
module procesador_singlecycle (CLK,RESET_N,idata,ddata_r,iaddr,daddr,ddata_w,d_rw);
parameter n=32;
input CLK,RESET_N;
input [n-1:0] idata;  
input [n-1:0] ddata_r;  
output [31:0] iaddr, daddr;  
output  [n-1:0] ddata_w;  
output d_rw;  
wire [31:0] Imm;
wire [31:0] Imm_desplazado;
wire w_Branch;
wire w_RegWrite;
wire w_MemRead;
wire w_MemtoReg;
wire branch_zero;
wire ALUSrc;
wire [31:0] w_Readdata1;
wire [31:0] w_Writedata;  
wire [3:0] ALUOp;
wire [31:0] PC_in;
reg [31:0] PC;  
control control (.Instruction(idata[6:0]),
					  .Branch(w_Branch),
					  .MemRead(w_MemRead),
					  .MemtoReg(w_MemtoReg),
					  .ALUOp(ALUOp),
					  .MemWrite(d_rw),  
					  .ALUSrc(ALUSrc),
					  .RegWrite(w_RegWrite));
wire [31:0] w_Readdata2;
wire [31:0] w_ALU_result;
wire [31:0] w_B;
wire [3:0] operacionALU;
wire w_zero;
wire [31:0] salida_sumador_instrucciones; 
ALU ALU (.A(w_Readdata1),
			.B(w_B),
			.zero(w_zero),
			.ALU_result(w_ALU_result),
			.ALU_operation(operacionALU));
ALUcontrol ALUCONTROL (.instruction({idata[30],idata[14:12]}),
							  .ALUOp(ALUOp),
							  .ALUoperation(operacionALU));
Register Register (.CLK(CLK),
						 .RESET_N(RESET_N),
						 .RegWrite(w_RegWrite),
						 .RegRead_1(idata[19:15]),
						 .RegRead_2(idata[24:20]),
						 .w_reg(idata[11:7]),
						 .w_data(w_Writedata),  
						 .r_data1(w_Readdata1),
						 .r_data2(w_Readdata2));
generador_inmediato gen_Imm (.instruction(idata),
									  .Imm(Imm));
assign w_B=ALUSrc ? Imm : w_Readdata2;  
assign w_Writedata=w_MemtoReg? ddata_r : w_ALU_result;  
assign branch_zero=w_Branch & w_zero;  
assign ddata_w=w_Readdata2;  
assign salida_sumador_instrucciones=Imm+PC;
assign PC_in=branch_zero?salida_sumador_instrucciones:(PC+4);  
assign daddr=w_ALU_result;  
always @(posedge CLK or negedge RESET_N)
begin
	if(!RESET_N)
		PC<=0;
	else
		PC<=PC_in;  
end
assign iaddr=PC;
endmodule 
--- design/flow/run.sh ---
#!/bin/bash
# OpenROAD 26Q1-2900-gdf79404cd8, Yosys 0.63+post, stock flow scripts
make -C /OpenROAD-flow-scripts/flow DESIGN_CONFIG=/design/flow/config.mk WORK_HOME=/design/flow/orfs finish
==> flow_metrics.tcl <==
# yosys + openroad results
set metrics [dict create \
    yosys_warnings 13 \
    die_w_microns 341 \
    power-per-cell-area_nw_per_um2 140 \
    path_max_fanout 18 \
    die-area_sq_um 116000 \
    die_h_microns 341 \
    mostFrequentLayoutCells "1,056 x dfrtp_1, 999 x nand2_1, 800 x o21ai_0" \
    grt_max_degree 121 \
    r2r_slack_ns 15.05 \
    cp_common_cell "a21oi_1" \
    maxSlewViolCount 0 \
    remaining_drc_errors 0 \
    htreeDepth 3 \
    p_sw_mw 4.06 \
    enable_flop_cells 0 \
    fin_ws_ns 5.18 \
    synth_top_cell_by_area "dfrtp_1" \
    finalCriticalPeriod_ns 16.32 \
    hp-class "register to register" \
    crit_slowest_cell "nor3_1" \
    drive_above_1_share_pct 12.7 \
    p_clk_share_pct 22.0 \
    numCtsBuffers 111 \
    gp_congestion 1.10 \
    num-fill-cells 9784 \
    wl_per_cell_microns 38.4 \
    p_sw_share_pct 44.4 \
    p_leak_nw 28.5 \
    syn_area_per_cell_sq_um 9.12 \
    finalSetupViolations 0 \
    clock-skew-final_ns 0.0454 \
    fin_tns_setup_ns 0 \
    reg2reg_from "Register.reg_file[31][21]" \
    vias 57190 \
    crit_required_ns 17.20 \
    viasPerCell 7.26 \
    io_buffer_count 162 \
    openroad.warnings 106 \
    hold_depth 0 \
    hold_viol 0 \
    outcome "complete, no violations" \
    ys.flops 1056 \
    min-delay-start "Register.reg_file[0][29]" \
    yosysCellCount 6297 \
    synthCells 6297 \
    maxSlewHeadroom_pct 8.52 \
    whs_ns 0.401 \
    async_reset_ff_share_pct 100 \
    ys_types 94 \
    layout_top_cell "dfrtp_1" \
    whs_endpoint "Register.reg_file[0][29]" \
    syn_area_sq_um 57400 \
    slowest_delay_ns 1.05 \
    cts_tree "yes" \
    crit_arrival_ns 12.02 \
    worst_setup_path_end_kind "primary output" \
    ctsHoldBuffers 0 \
    reg2reg_depth 19 \
    period_used_pct 75.9 \
    dp_hpwl_mm 193 \
    initCoreUtil_pct 50.7 \
    p_int_mw 5.08 \
    final_antenna_net_count 0 \
    cts_root_buf "clkbuf_16" \
    r2r-end "Register.reg_file[24][26]" \
    clkSinkCount 1056 \
    grt_setup_unrepaired "false" \
    startpoint_type "primary input" \
    post_cts_resized 0 \
    crit_type "primary input to primary output" \
    postCtsSetupBuffers 0 \
    core_area_sq_um 113000 \
    fmax_mhz 61.3 \
    drt_iter0_drc 7695 \
    crit_chain "clkdlybuf4s50_1, nand2b_1, nor2_4, buf_4, buf_4, a22o_1, a221oi_1, nand4_1, nor3_1, buf_4, a21oi_1, a21oi_1, ha_1, a21oi_1, o21ai_0, a211oi_1, a21oi_1, a211oi_2, nor2_1, a31o_2, nor2_1, clkdlybuf4s50_1" \
    peakVddDrop_uv 103 \
    synth_top_area_share_pct 46.0 \
    grt_antenna_before_repair 21 \
    insertion_delay_ns 0.76 \
    std_cell_rows 123 \
    grt_pass1_vias 55101 \
    dr.pass1.iters 14 \
    finalWirelength_mm 303 \
    combPwrFrac_pct 37.4 \
    power_frac_seq_pct 40.6 \
    area_leaders "dfrtp_1 46%, o21ai_0 7.0%, nand2_1 6.7%" \
    synthFlopType "dfrtp_1" \
    grt_overflow 0 \
    clockBufferDepth 3 \
    grt.total_usage_pct 54.5 \
    ios 163 \
    worst_pin_slew_ns 1.36 \
    ys_seq_share_pct 46.0 \
    ys_chip_area_sq_um 57400 \
    finalCoreUtilization_pct 57.6 \
    drv_cap 0 \
    grt_pass1_wl_mm 423 \
    dp_slack_ns 5.64 \
    cts.reportedPaths.clkPinSlew_ns 0.06 \
    areaGrowthSynthToFinish_pct 13.5 \
]
cell type report:
cell class | instances | area [sq um] | area share [%]
multi-input combinational | 4562 | 29100 | 44.6
sequential | 1056 | 26400 | 40.5
timing repair buffer | 413 | 3560 | 5.46
clock buffer | 156 | 3190 | 4.89
tap | 1500 | 1880 | 2.88
clock inverter | 49 | 584 | 0.896
inverter | 114 | 428 | 0.656
antenna | 26 | 65.1 | 0.0998
state kept, by name, summed over array words and instances, names as in the netlist:
signal / flops
Register.reg_file: 1024
PC: 32
logic make-up (layout without fill, tap and decap cells):
logic type      Yosys count  in the layout  share of synthesized area [%]
flops                  1056           1056                           46.0
simple gates           1797           1797                           13.5
fa+ha+maj               132            132                           2.91
compound gates         2346           2346                           27.5
buf+inv                 679            732                           4.74
other cells               0             26                              0
xor+xnor                 64             64                          0.976
mux                     223            223                           4.33
routing by layer:
layer | share of wire [%] | vias to the layer above | track usage [%] | wire, microns
li1 | - | 23223 | - | -
met1 | 34 | 27082 | 68.9 | 104000
met2 | 39 | 5050 | 70.0 | 118000
met3 | 17 | 1799 | 32.2 | 50200
met4 | 9.9 | 36 | 37.1 | 29900
met5 | 0.25 | - | 5.76 | 771
per-stage QoR:
stage               cells  cell area (sq um)  power [mW]
floorplan            6297              57400        5.33
global placement     7645              61400        6.97
detailed placement   7645              61400        6.97
CTS                  7850              65100        8.98
global route         7859              65200        9.52
finish               7876              65200        9.14
power by group through the flow:
| stage | combinational (mW) | clock [mW] | sequential [mW] |
|---|---|---|---|
| 4_1_cts | 3.32 | 2.01 | 3.65 |
| 5_1_grt | 3.66 | 2.09 | 3.76 |
| 6_report | 3.42 | 2.01 | 3.71 |
cell usage after synthesis, types with 55 or more instances:
library cell and n:
o21ai_0 801, a221o_1 74, a22oi_1 506, nor4_1 55
dfrtp_1 1056, ha_1 129, inv_1 111, buf_2 68
nand4_1 102, nand2_1 1021, a22o_1 218, clkbuf_1 428
nor2_1 312, nor3_1 65, nand3_1 111, a221oi_1 149
mux2_2 189, a21oi_1 282
worst max path at each step:
stage             start         to  slack (ns)  cells after the start
finish        idata[20]  daddr[26]        5.18                     22
CTS           idata[20]  daddr[26]        5.59                     22
global route  idata[20]  daddr[26]        5.26                     22
worst max-delay path, delay by kind of cell:
kind | cells | cell delay, ns
AOI/OAI and AO/OA | 10 | 2.87
adders and majority gates | 1 | 0.43
buffers and inverters | 5 | 1.95
and+or+nand+nor | 6 | 2.38
Power is estimated from default activity; no workload was simulated.
